==> flow/design.v <==
module mux (
    input [31:0] in0,
    input [31:0] in1,
    input sw,
    output reg [31:0] out
);
always @(*) begin
    out = (sw?in1:in0);
end
endmodule
module update_ball (
    input Value_select, 
    input [21:0] location_feedback,
    input [31:0] velocity_feedback,
    input [16:0] angle_feedback,
    input [16:0] rand_angle,
    input [21:0] rand_location,
    input [31:0] rand_velocity,
    output [31:0] velocity_out,
    output [21:0] location_out,
    output [16:0] angle_out
);
mux mux_v(.sw(Value_select), .in0(rand_velocity), .in1(velocity_feedback), .out(velocity_out));
mux mux_l(.sw(Value_select), .in0(rand_location), .in1(location_feedback), .out(location_out));
mux mux_a(.sw(Value_select), .in0(rand_angle), .in1(angle_feedback), .out(angle_out));
endmodule
==> flow/constraint.sdc <==
current_design update_ball

set clk_period 1.0
set clk_io_pct 0.2

create_clock -name clk0 -period $clk_period

set non_clock_inputs [all_inputs -no_clocks]
set_input_delay [expr $clk_period * $clk_io_pct] -clock clk0 $non_clock_inputs
set_output_delay [expr $clk_period * $clk_io_pct] -clock clk0 [all_outputs]
==> flow/config.mk <==
export PLATFORM = sky130hd
export DESIGN_NAME = update_ball
export DESIGN_NICKNAME = update_ball
export VERILOG_FILES = /design/flow/design.v
export SDC_FILE = /design/flow/constraint.sdc
export NUM_CORES = 4
export LEC_CHECK = 1
export CORE_AREA = 10 10 91 91
export DIE_AREA = 0 0 101 101
==> flow/run.sh <==
#!/bin/bash
# OpenROAD 26Q1-2900-gdf79404cd8, Yosys 0.63+post, stock flow scripts
make -C /OpenROAD-flow-scripts/flow DESIGN_CONFIG=/design/flow/config.mk WORK_HOME=/design/flow/orfs finish
==> GITHUB_STEP_SUMMARY <==
### Metrics collected by this job

| Metric | Value |
|---|---|
| Status | `finished with violations` |
| Failing checks | `setup timing` |
| Die X | `101 um` |
| Layout cell share with drive strength beyond 1 | `53.7%` |
| Vias per cell | `4.02` |
| Layout area overhead | `193%` |
| Max FO, Critical Path | `7` |
| RSZ-0062 raised after global routing | `yes` |
| # clk buffers | `0` |
| Chip area | `10200 sq um` |
| Drt wl/cell | `19.8 um` |
| IO Count | `214` |
| Routed vias | `1542` |
| Worst Tran Pin Value | `128 ps` |
| Drt first pass iters | `3` |
| Final WS setup | `-311 ps` |
| Netlist cell types | `4` |
| Top comb family, area | `multiplexers` |
| Critical path arrival | `1110 ps` |
| Critical Path RT | `800 ps` |
| Gpl congestion | `0.770` |
| Remaining antenna violation count after routing | `0` |
| Max-cap violations | `0` |
| Final Critical Period | `1310 ps` |
| Log Warnings | `34` |
| Post-Syn Instances | `79` |
| Final Hold Fails | `0` |
| Setup violators final | `71` |
| Synth Warn # | `7` |
| And+or+nand+nor area frac | `0%` |
| Worst Hold End | `velocity_out[19]` |
| Flip-flop and latch area | `0 sq um` |
| Post-CTS Hold Fix Bufs | `0` |
| Final Max Tran Viols | `0` |
| Dpl cell area | `3400 sq um` |
| First-pass GRT wire length | `10.5 mm` |
| PD cells | `418 nW/um^2` |
| Die outline height | `101 um` |
| CP max stage cell | `mux2_4` |
| Maximum number of pins on one net before global-route repair | `9` |
| IO Port Bufs | `214` |
| Yosys cell count | `79` |
| GRT Residual Overflow | `0` |
| Tcrit/Tclk final | `131%` |
| Crit-path max cell delay | `290 ps` |
| Synthesized area | `1210 sq um` |
| Post-route DRC | `0` |
| Hold path depth | `3` |
| Initial antenna violation count | `0` |
| Vias in the first global route | `1785` |
| Post-synth area from yosys stat | `1210 sq um` |
| Sequential cell count | `0` |
| DP HPWL | `6.67 mm` |
| Mux share | `87.5%` |
| Peak VDD IR | `0.197 mV` |
| AO/OA Area Share | `0%` |
| Cell Rows | `29` |
| Drt total wl | `7.62 mm` |
| HP Start | `rand_velocity[19]` |
| CP startpoint kind | `input pin` |
| Adders+Majority by Area | `0%` |
| Avg Cell Area, Syn | `15.4 sq um` |
| Total track usage | `13.3%` |
| Fin Setup TNS | `-12690 ps` |
| Setup crit start | `Value_select` |
| Hold crit path type | `input pin to primary output` |
| Post-Synth XOR/XNOR Area | `0%` |
| FP Core Util | `19.1%` |
| F_max | `763 MHz` |
| Seq share, synth | `0%` |
| Initial DRC count | `18` |
| Filler instances | `550` |
| Max-Slew Margin vs Limit | `91.5%` |
| Leakage Power | `0.00190 uW` |
| Crit Path Class | `input pin to primary output` |
| Core footprint | `6350 sq um` |
| Combinational Area | `1070 sq um` |
| CP endpoint kind | `primary output` |
| N_diodes | `0` |
| Cell breakdown of the critical path | `buf_16 > buf_12 > buf_8 > buf_6 > mux2_4 > buf_6` |
| CP dominant cell by count | `buf_6` |
| Final instance area | `3560 sq um` |
stage by stage:
step	utilization, %	hold slack, ps	std cells	worst slack, ps	total power, uW
final	56.0	693	384	-311	1490
after floorplan	-	498	79	3.33	463
after global routing	56.0	710	384	-329	1590
after CTS	55.1	808	388	-323	1510
after global placement	53.5	1350	370	-533	1500
after detailed placement	53.5	1350	370	-532	1500
cell type report:
cell class	count	area share, %
Multi-Input combinational cell	71	30.0
Tap cell	77	2.71
Timing Repair Buffer	236	67.3
report_power, final:
part	internal (uW)	total [uW]	switching [uW]	leakage (uW)
Sequential	0	0	0	0
Combinational	1170	1490	321	0.00190
Clock	0	0	0	0
Total	1170	1490	321	0.00190
critical path: cells and delay by family:
family,cells,cell delay (ps)
mux,1,290
buf+inv,5,620
cell families (layout without fill, tap and decap cells):
logic type,Yosys count,in the layout
buffers and inverters,8,236
muxes,71,71
repair_timing:
item                                    CTS  global route
hold endpoints to repair                  0             0
gates resized                           297            37
buffers inserted                         13             1
endpoints found under the setup margin   71            71
gates cloned                              5             0
routing by layer:
layer / routed length [um] / global-route usage, % / part of all wire [%] / vias to the layer above
li1: - / - / - / 762
met1: 2520 / 12.7 / 33 / 676
met2: 4120 / 25.9 / 54 / 104
met3: 979 / 6.72 / 13 / 0
met4: 0 / 0 / 0 / 0
met5: 0 / 0 / 0 / -
cells in the final DEF (no fill, tap or decap):
cell and count:
buf_16 4, buf_8 2, buf_12 7, dlymetal6s2s_1 21
buf_6 41, buf_2 38, buf_4 2, clkdlybuf4s50_1 101
dlygate4sd2_1 20, mux2_4 71
cells in the mapped netlist, drive strengths merged:
master	number	share of area [%]
mux2	71	88
buf	8	12
worst max-delay path by stage:
stage | to | slack, ps | depth (start not counted)
after CTS | angle_out[1] | -320 | 6
after global routing | location_out[17] | -330 | 6
final | location_out[17] | -310 | 6
No activity file was given, so power comes from the tool's default toggle rates.
