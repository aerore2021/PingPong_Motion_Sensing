$ cat flow/run.sh
#!/bin/bash
# OpenROAD 26Q1-2900-gdf79404cd8, Yosys 0.63+post, stock flow scripts
make -C /OpenROAD-flow-scripts/flow DESIGN_CONFIG=/design/flow/config.mk WORK_HOME=/design/flow/orfs finish
$ cat flow/config.mk
export PLATFORM = sky130hd
export DESIGN_NAME = TOP_PAT
export DESIGN_NICKNAME = TOP_PAT
export VERILOG_FILES = /design/flow/design.v
export SDC_FILE = /design/flow/constraint.sdc
export NUM_CORES = 4
export LEC_CHECK = 1
export CORE_UTILIZATION = 40
$ cat flow/constraint.sdc
current_design TOP_PAT

set clk_period 4.1
set clk_io_pct 0.2

create_clock -name clk0 -period $clk_period [get_ports {clk}]

set non_clock_inputs [all_inputs -no_clocks]
set_input_delay [expr $clk_period * $clk_io_pct] -clock clk0 $non_clock_inputs
set_output_delay [expr $clk_period * $clk_io_pct] -clock clk0 [all_outputs]
$ cat flow/design.v
`timescale 1ns / 1ps
module clk_div_2ms(
    input clk,
    input reset,
    output reg clk_2ms
    );
    reg[100:0] count = 0;
    parameter delay=200000;
    always@(posedge clk or posedge reset)
    begin
    if(reset) begin
    count <= 0;
    clk_2ms <= 0;
    end
    else if(count==delay) begin
    clk_2ms <= ~clk_2ms;
    count <= 0;
    end
    else if(count<delay) begin
    count <= count+1;
    end
    end
endmodule
module clk_did (
    input clk,
    input rst_n,
    output reg oclk
);
parameter N = 24;
reg [31:0] cnt;
initial begin
    cnt = 0;
    oclk = 0;
end
always @(posedge clk) begin
    if(rst_n)
    begin
        cnt <= 0;
        oclk <= 0;           
    end
    else if(cnt == N/2 - 1)
    begin
        oclk <= ~oclk;
        cnt <= 0;
    end
    else cnt <= cnt + 1'b1;
end
endmodule
module mux (
    input [31:0] in0,
    input [31:0] in1,
    input sw,
    output reg [31:0] out
);
always @(*) begin
    out = (sw?in1:in0);
end
endmodule
module decoder (
    input [31:0] Code,
    input Fetch,
    output reg direction_x,
    output reg direction_y,
    output reg [31:0] pat_velocity,
    output reg Stall,
    output reg Clear
);
parameter F_FAST = 16'hFF00; parameter F_NORMAL = 16'hF000; parameter F_SLOW = 16'h0F00;
parameter B_FAST = 16'hAA00; parameter B_NORMAL = 16'hA000; parameter B_SLOW = 16'h0A00;
parameter L_FAST = 16'h00FF; parameter L_NORMAL = 16'h00F0; parameter L_SLOW = 16'h000F;
parameter R_FAST = 16'h00AA; parameter R_NORMAL = 16'h00A0; parameter R_SLOW = 16'h000A;
parameter STALL  = 16'h0080; parameter CLEAR    = 16'h0000;
parameter LEFT = 2'b00; parameter RIGHT = 2'b01; parameter FORWARD = 2'b10; parameter BACKWARD = 2'b11;
initial begin
    Stall = 0;
    Clear = 0;
    direction_y = 1'bz;
    direction_x = 1'bz;
    pat_velocity = 32'b0;
end
always @(*) begin
    if(Fetch)
    begin
        case (Code[31:16]) 
            F_FAST: begin
                direction_y = 1;
                pat_velocity[15:0] = 16'b0_000_0010_1101_0000;  
            end  
            F_NORMAL: begin
                direction_y = 1;
                pat_velocity[15:0] = 16'b0_000_0001_1110_0000;  
            end
            F_SLOW: begin
                direction_y = 1;
                pat_velocity[15:0] = 16'b0_000_0000_1111_0000;  
            end
            B_FAST: begin
                direction_y = 0;
                pat_velocity[15:0] = 16'b0_000_0010_1101_0000;  
            end  
            B_NORMAL: begin
                direction_y = 0;
                pat_velocity[15:0] = 16'b0_000_0001_1110_0000;  
            end
            B_SLOW: begin
                direction_y = 0;
                pat_velocity[15:0] = 16'b0_000_0000_1111_0000;  
            end
        endcase
        case (Code[15:0])
            L_FAST: begin
                direction_x = 1;
                pat_velocity[31:16] = 16'b0_000_0010_1101_0000;  
            end  
            L_NORMAL: begin
                direction_x = 1;
                pat_velocity[31:16] = 16'b0_000_0001_1110_0000;  
            end
            L_SLOW: begin
                direction_x = 1;
                pat_velocity[31:16] = 16'b0_000_0000_1111_0000;  
            end
            R_FAST: begin
                direction_x = 0;
                pat_velocity[31:16] = 16'b0_000_0010_1101_0000;  
            end  
            R_NORMAL: begin
                direction_x = 0;
                pat_velocity[31:16] = 16'b0_000_0001_1110_0000;  
            end
            R_SLOW: begin
                direction_x = 0;
                pat_velocity[31:16] = 16'b0_000_0000_1111_0000;  
            end
        endcase
    end
end
endmodule
module FSM_pat (
    input clk,
    input rst_n,
    input start, 
    input Break,
    output reg Initial_pat,
    output reg Fetch,
    output reg Update_pat,
    output reg Halt
);
parameter INITIAL_PAT     = 0; parameter FETCH               = 1;
parameter UPDATE_LOCATION = 2; parameter WAIT_FOR_NEXT_GAME  = 3; 
reg [1:0] state, state_next;
always @(posedge clk) begin
    if(rst_n)
        state = WAIT_FOR_NEXT_GAME;
    else
        state = state_next;
end
always @(*) begin
    case (state)
        INITIAL_PAT: state_next = FETCH;
        FETCH:begin
            if(Break) state_next = WAIT_FOR_NEXT_GAME;
            else state_next = UPDATE_LOCATION;
        end 
        UPDATE_LOCATION: state_next = FETCH;
        WAIT_FOR_NEXT_GAME:begin
            if(start) state_next = INITIAL_PAT;
            else state_next = WAIT_FOR_NEXT_GAME;
        end
    endcase
end
always @(*) begin
    case (state)
        INITIAL_PAT: begin
        Initial_pat = 1; Fetch = 0;
        Update_pat  = 0; Halt  = 0;
        end
        FETCH:begin
        Initial_pat = 0; Fetch = 1;
        Update_pat  = 0; Halt  = 0;
        end
        UPDATE_LOCATION:begin
        Initial_pat = 0; Fetch = 0;
        Update_pat  = 1; Halt  = 0;
        end
        WAIT_FOR_NEXT_GAME:begin
        Initial_pat = 0; Fetch = 0;
        Update_pat  = 0; Halt  = 1;
        end
    endcase
end
endmodule
module TOP_PAT (
    input clk,
    input rst_n, 
    input start,
    input Break,
    input code,
    output [21:0] pat_location,
    output swing,
    output Clear,
    output Stall
);
wire Initial_pat, Fetch, Update_pat, Halt;
wire [15:0] Code;
wire clk_1, clk_24, clk_bit;
clk_did #(.N(25000)) cd_10MS(.clk(clk), .rst_n(rst_n), .oclk(clk_1));
clk_did cd_24(.clk(clk_1), .rst_n(rst_n), .oclk(clk_24));
clk_div_2ms #(.delay(104000)) Clk_bit(.clk(clk), .reset(rst_n), .clk_2ms(clk_bit));
Code_prcs cp(.clk(clk_bit), .code(code), .Code(Code));
dp_pat dp(.clk(clk_24), .rst_n(rst_n), .Initial_pat(Initial_pat), .Fetch(Fetch), .Update_pat(Update_pat), .Code(Code), .pat_location(pat_location), .swing(swing), .Clear(Clear), .Stall(Stall));
FSM_pat fp(.clk(clk_24), .rst_n(rst_n), .start(start), .Break(Break), .Initial_pat(Initial_pat), .Fetch(Fetch), .Update_pat(Update_pat), .Halt(Halt));
endmodule
module Code_prcs (
    input code,
    input clk,
    output reg [31:0] Code
);
reg [63:0] t;
reg [7:0] cnt;
initial begin
    cnt = 4'b0;
end
always @(posedge clk) begin
    if(cnt<48)begin
        t[cnt] = code;
        cnt = cnt+1;
    end
    else begin
        t[23:16] = t[23:16] - 30;
        t[15:8]  = t[15:8]  - 30;
        t[47:40] = t[47:40] - 30;
        t[39:32] = t[39:32] - 30;
        Code = {t[23:8], t[47:32]};
        cnt = 0;
    end
end
endmodule
module dp_pat (
    input clk,
    input rst_n,
    input Initial_pat,
    input Fetch,
    input Update_pat,
    input [15:0] Code,
    output [21:0] pat_location,
    output reg swing,
    output Clear,
    output Stall
);
wire [1:0] direction;
wire [31:0] pat_velocity, ini_velocity, temp_velocity;
wire [10:0] ini_location, temp_location;
initial_pat ip(.pat_location(ini_location));
mux mux_l(.sw(Initial_pat), .in0(pat_location), .in1(ini_location), .out(temp_location));
decoder de(.Code(Code), .Fetch(Fetch), .direction_x(direction_x), .direction_y(direction_y), .pat_velocity(pat_velocity), .Clear(Clear), .Stall(Stall));
update_pat up(.clk(clk), .rst_n(rst_n), .Update_pat(Update_pat), .pat_velocity(pat_velocity), .pat_location(temp_location),
              .direction_x(direction_x), .direction_y(direction_y), .new_pat_location(pat_location));
always @(*) begin
    if(direction_y == 1)
        swing = 1;
    else swing = 0;
end
endmodule
module initial_pat (
    output reg [21:0] pat_location
);
always @(*) begin
        pat_location = 22'b001_1000_1011_100_0100_1100;
end
endmodule
module update_pat (
    input clk,
    input rst_n,
    input Update_pat,
    input [31:0] pat_velocity,
    input direction_x,
    input direction_y,
    input [21:0] pat_location,
    output reg [21:0] new_pat_location
);
always @(posedge clk) begin
    if (rst_n) begin
        new_pat_location = 22'b001_1000_1011_100_0100_1100;
    end
    else if(Update_pat)
    begin 
    case (direction_x)
        1: new_pat_location[21:11] = pat_location[21:11]+pat_velocity[30:20];
        0: new_pat_location[21:11] = pat_location[21:11]-pat_velocity[30:20];    
    endcase
    case (direction_y)
        1: new_pat_location[10:0] = pat_location[10:0]-pat_velocity[14:4];
        0: new_pat_location[10:0] = pat_location[10:0]+pat_velocity[14:4];
    endcase
    end
end
endmodule
==> Table 3: Implementation characteristics <==
Characteristics after synthesis and place and route

Parameter                              Value

STA
  Least-Margin Pin Slew    around 860 ps
  Count of unclocked register or latch pins    91
  Setup skew after layout    between 8 and 9 ps
  Endpoints failing hold    0
  Unrepaired setup endpoints after global routing    false
  Relative slew slack    a little over two fifths
  Total count of max-transition violations in the final report    0
  FMAX    351.5 MHz
  Worst hold slack across all endpoints    374.5 ps
  Setup TNS after final layout    0 ps
  Endpoints left unconstrained    approximately 120
  Final worst path period need    2845 ps
  Share of the cycle needed by the critical path after routing    69.40%
  Total setup violations reported at the end of the flow    0

Clock tree
  TritonCTS clock tree    built
  TritonCTS buffer count    17
  Largest buffer count on any clock path    2
  Hold Buf Count CTS    0
  Latest clock arrival within the worst-skew pair    between 400 and 500 ps
  CTS clock-pin slew for the worst setup and hold paths    60 ps
  Number of post-CTS setup repair buffers    0
  Level count of the clock H-tree    4
  Count of instances resized after the clock tree is built    0
  Clk root buf    clkbuf_16

Power
  Leakage power of the design    4.127 nW
  Areal power density over the cells    287.0 nW/µm²
  Peak supply drop    0.2853 mV

Floorplanning
  Width of the chip    154.6 µm
  Core utilization before placement    about two fifths
  Num rows    55
  Total core area    22710 µm²
  Height of the die    154.6 µm
  Number of ports placed on the die boundary    30
  Die outline area    23890 µm²

Synthesis
  Number of synthesized register bits    226
  Prevailing post-synth register cell    dfrtp_1
  Tally of unique sky130hd cells used after synthesis    58
  Number of instances in the synthesized netlist    943
  Cell area leaders    dfrtp_1 (27%), dfxtp_1 (21%), xor2_1 (5.8%)
  Cell accounting for the most synthesized area    dfrtp_1
  Count of flip-flops with a built-in enable after synthesis    18
  Yosys-reported design area after synthesis    9311 µm²
  Async set-reset flop share out of synthesis    45.13%
  Top cell type's share of synthesized area    27.41%
  Post-synth design cell area    around 9300 µm²
  Most used standard cell by instance count after synthesis    nor2_1
  Warning count from the yosys run    21
  Yosys Instances    943
  Ranking of synthesized cells by instance count    nor2_1 (116), clkbuf_1 (107), dfrtp_1 (102)
  Avg Synthesized Cell Area    a little under 10 µm²

Setup path
  Launching element type of the critical path    register
  Required time of the critical path    4430 ps
  CP Data Arrival Time    3180 ps
  Start point of the critical path    Clk_bit.count[47]$_DFFE_PP0P_
  R2R Path Start    Clk_bit.count[47]$_DFFE_PP0P_
  Critical path capture point type    register
  Top fanout value on the critical path    12
  Category of the critical setup timing path    register to register

Placed design
  HPWL Detailed    10670 µm
  GPL Wtd Cong    ~0.83
  Buffers added on ports    15
  Dpl cells    1139

Global route
  Total overflow reported by the global router    0
  All-Layer GR Usage    13.78%
  Number of antenna violations at the first check in global routing    2
  Global-route wire length before repair    26410 µm
  Largest net degree at the start of global routing    about 47
  Vias in the first global route    5480

Drt
  DR vias    about 5800
  DR DRC count    0
  Routed Wire Length    roughly 15000 µm
  Residual antenna-violating net count after detailed routing    0
  DRC marker count from the first detailed-route iteration    356
  Routed len/inst    12.92 µm
  Vias per cell    4.954
  DRT Pass-1 Iters    4

Min path
  Worst Min Path Start    Clk_bit.count[96]$_DFFE_PP0P_
  Worst hold path class    register to register

Layout
  Layout cell share with drive strength beyond 1    6.208%
  Post-route non-filler standard cell count    1173
  P&R area growth vs syn    7.243%

Run status
  Run status    finished, final reports clean

Job
  Max-cap check violation count    0
  Tally of OpenROAD warnings    27
-- routing by layer --
layer / wire (µm) / GRT usage (%) / up-vias
li1: - / - / 3044
met1: 8135 / 23.26 / 2695
met2: 6403 / 19.84 / 70
met3: 577 / 2.882 / 2
met4: 38 / 0.8487 / 0
met5: 0 / 0 / -
-- metrics by stage --
step / worst slack, ps / power [mW] / area (µm²) / util (%)
after detailed placement: 1317 / 1.410 / 9389 / 41.34
after CTS: 1265 / 2.904 / 9981 / 43.95
after floorplan: 187.1 / 1.402 / 9368 / -
final: 1255 / 2.866 / 9986 / 43.97
after global placement: 1406 / 1.410 / 9389 / 41.34
after global routing: 954.3 / 2.978 / 9981 / 43.95
-- layout by cell type, fill, tap and decap left out, types with 8 or more instances in the layout --
cell             instances
xor2_1                  62
dfrtp_1                102
nor4_1                  40
and3_1                  13
a21oi_1                 11
xnor2_1                 34
dfxtp_1                100
clkdlybuf4s50_1         15
conb_1                  17
nand4_1                 28
inv_1                   23
edfxtp_1                18
o31ai_1                  8
or3_1                   11
o21ai_0                 10
clkbuf_16               17
nor2_1                 116
nand3_1                 44
and2_1                   9
and4_1                   8
nand2_1                 60
ha_1                    11
nor3_1                  21
buf_4                    9
or4_1                   11
-- cell families after synthesis --
logic type	Yosys count	synth area share, %
other	2	0.08065
muxes	3	0.3225
buffers and inverters	152	7.068
latches	6	0.9675
AOI/OAI and AO/OA	76	5.845
DFF	220	54.72
xor gates and xnor gates	96	9.030
adders and majority gates	11	1.478
and+or+nand+nor	377	20.49
-- critical path, cell delays in order (launching register included) --
cell	delay, ps
dfrtp_1	380
nor4_1	340
nand4_1	180
nor4_2	620
nand3_1	500
or4_1	620
a21oi_1	130
-- area by class of cell --
class	instances	area, µm²
fill	2106	12720
antenna	2	5.005
sequential	226	5185
tap	285	356.6
clock buffer	18	439.2
inverter	24	92.59
timing repair buffer	24	217.7
multi-input combinational	580	3537
clock inverter	14	152.6
-- state kept, by name (all words and copies together) (netlist names) --
register and cells:
Clk_bit.count 101, cd_10MS.cnt 32, cd_24.cnt 32, cp.Code 16, cp.t 16, cp.cnt 8, dp.up.new_pat_location 8, dp.de.pat_velocity 5
fp.state 4, Clk_bit.clk_2ms 1, cd_10MS.oclk 1, cd_24.oclk 1, dp.de.direction_x 1
-- power by group --
group / leakage (nW) / switching (mW) / internal (mW)
clock network: 0.290 / 0.605 / 0.879
logic: 1.38 / 0.0367 / 0.0111
registers: 2.46 / 0.00341 / 1.33
total: 4.13 / 0.645 / 2.22
-- path summary, 6_finish.rpt --
check                                                      to  slack, ps  depth (start not counted)
worst min-delay path            Clk_bit.count[96]$_DFFE_PP0P_        370                          0
worst max register to register  Clk_bit.count[15]$_DFFE_PP0P_       1250                          6
min in group asynchronous       Clk_bit.count[17]$_DFFE_PP0P_       1110                          2
worst max-delay path            Clk_bit.count[15]$_DFFE_PP0P_       1250                          6
max in group asynchronous       Clk_bit.count[16]$_DFFE_PP0P_       2100                          3
worst min register to register  Clk_bit.count[96]$_DFFE_PP0P_        370                          0
Power and IR drop assume default switching activity.
